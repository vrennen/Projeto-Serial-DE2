<file path="flow/run.sh">
#!/bin/bash
# OpenROAD 26Q1-2900-gdf79404cd8, Yosys 0.63+post, stock flow scripts
make -C /OpenROAD-flow-scripts/flow DESIGN_CONFIG=/design/flow/config.mk WORK_HOME=/design/flow/orfs finish
</file>
<file path="flow/config.mk">
export PLATFORM = sky130hd
export DESIGN_NAME = Serial
export DESIGN_NICKNAME = Serial
export VERILOG_FILES = /design/flow/design.v
export SDC_FILE = /design/flow/constraint.sdc
export NUM_CORES = 4
export LEC_CHECK = 1
export CORE_UTILIZATION = 40
</file>
<file path="flow/constraint.sdc">
current_design Serial

set clk_period 2.2
set clk_io_pct 0.2

create_clock -name clk0 -period $clk_period [get_ports {i_Clk}]

set non_clock_inputs [all_inputs -no_clocks]
set_input_delay [expr $clk_period * $clk_io_pct] -clock clk0 $non_clock_inputs
set_output_delay [expr $clk_period * $clk_io_pct] -clock clk0 [all_outputs]
</file>
<file path="flow/design.v">
module Serial(
  input i_Clk,                         
  input i_Rst_n,                       
  input i_UART_RXD,                    
  input i_send_data_to_host_computer,  
  input [7:0] i_send_data,             
  output [7:0] o_received_data,        
  output o_data_ready,                 
  output o_UART_TXD,                   
  output reg o_busy                    
  );
  parameter CLOCK_FREQUENCY = 50000000;  
  parameter BAUD = 115200;
  async_receiver #( .ClkFrequency(CLOCK_FREQUENCY), .Baud(BAUD) ) ar(
    .clk(i_Clk),                    
    .RxD(i_UART_RXD),               
    .RxD_data_ready(o_data_ready),  
    .RxD_data(o_received_data),     
    .RxD_endofpacket(),             
    .RxD_idle()                     
  );
  async_transmitter #( .ClkFrequency(CLOCK_FREQUENCY), .Baud(BAUD) ) serializer(
    .clk(i_Clk),                               
    .TxD(o_UART_TXD),                          
    .TxD_start(i_send_data_to_host_computer),  
	 .TxD_data(i_send_data),                    
    .TxD_busy(o_busy)                          
  );
endmodule
module async_receiver(clk, RxD, RxD_data_ready, RxD_data, RxD_endofpacket, RxD_idle);
input clk, RxD;
output RxD_data_ready;   
output [7:0] RxD_data;
parameter ClkFrequency = 25000000;  
parameter Baud = 115200;
output RxD_endofpacket;   
output RxD_idle;   
parameter Baud8 = Baud*8;
parameter Baud8GeneratorAccWidth = 16;
wire [Baud8GeneratorAccWidth:0] Baud8GeneratorInc = ((Baud8<<(Baud8GeneratorAccWidth-7))+(ClkFrequency>>8))/(ClkFrequency>>7);
reg [Baud8GeneratorAccWidth:0] Baud8GeneratorAcc;
always @(posedge clk) Baud8GeneratorAcc <= Baud8GeneratorAcc[Baud8GeneratorAccWidth-1:0] + Baud8GeneratorInc;
wire Baud8Tick = Baud8GeneratorAcc[Baud8GeneratorAccWidth];
reg [1:0] RxD_sync_inv;
always @(posedge clk) if(Baud8Tick) RxD_sync_inv <= {RxD_sync_inv[0], ~RxD};
reg [1:0] RxD_cnt_inv;
reg RxD_bit_inv;
always @(posedge clk)
if(Baud8Tick)
begin
  if( RxD_sync_inv[1] && RxD_cnt_inv!=2'b11) RxD_cnt_inv <= RxD_cnt_inv + 2'h1;
  else 
  if(~RxD_sync_inv[1] && RxD_cnt_inv!=2'b00) RxD_cnt_inv <= RxD_cnt_inv - 2'h1;
  if(RxD_cnt_inv==2'b00) RxD_bit_inv <= 1'b0;
  else
  if(RxD_cnt_inv==2'b11) RxD_bit_inv <= 1'b1;
end
reg [3:0] state;
reg [3:0] bit_spacing;
wire next_bit = (bit_spacing==4'd10);
always @(posedge clk)
if(state==0)
  bit_spacing <= 4'b0000;
else
if(Baud8Tick)
  bit_spacing <= {bit_spacing[2:0] + 4'b0001} | {bit_spacing[3], 3'b000};
always @(posedge clk)
if(Baud8Tick)
case(state)
  4'b0000: if(RxD_bit_inv) state <= 4'b1000;   
  4'b1000: if(next_bit) state <= 4'b1001;   
  4'b1001: if(next_bit) state <= 4'b1010;   
  4'b1010: if(next_bit) state <= 4'b1011;   
  4'b1011: if(next_bit) state <= 4'b1100;   
  4'b1100: if(next_bit) state <= 4'b1101;   
  4'b1101: if(next_bit) state <= 4'b1110;   
  4'b1110: if(next_bit) state <= 4'b1111;   
  4'b1111: if(next_bit) state <= 4'b0001;   
  4'b0001: if(next_bit) state <= 4'b0000;   
  default: state <= 4'b0000;
endcase
reg [7:0] RxD_data;
always @(posedge clk)
if(Baud8Tick && next_bit && state[3]) RxD_data <= {~RxD_bit_inv, RxD_data[7:1]};
reg RxD_data_ready, RxD_data_error;
always @(posedge clk)
begin
  RxD_data_ready <= (Baud8Tick && next_bit && state==4'b0001 && ~RxD_bit_inv);   
  RxD_data_error <= (Baud8Tick && next_bit && state==4'b0001 &&  RxD_bit_inv);   
end
reg [4:0] gap_count;
always @(posedge clk) if (state!=0) gap_count<=5'h00; else if(Baud8Tick & ~gap_count[4]) gap_count <= gap_count + 5'h01;
assign RxD_idle = gap_count[4];
reg RxD_endofpacket; always @(posedge clk) RxD_endofpacket <= Baud8Tick & (gap_count==5'h0F);
endmodule
module async_transmitter(clk, TxD_start, TxD_data, TxD, TxD_busy);
input clk, TxD_start;
input [7:0] TxD_data;
output TxD, TxD_busy;
parameter ClkFrequency = 25000000;   
parameter Baud = 115200;
parameter RegisterInputData = 1;   
parameter BaudGeneratorAccWidth = 16;
reg [BaudGeneratorAccWidth:0] BaudGeneratorAcc;  
wire [BaudGeneratorAccWidth:0] BaudGeneratorInc = ((Baud<<(BaudGeneratorAccWidth-4))+(ClkFrequency>>5))/(ClkFrequency>>4);
wire BaudTick = BaudGeneratorAcc[BaudGeneratorAccWidth];
wire TxD_busy;
always @(posedge clk) if(TxD_busy) BaudGeneratorAcc <= BaudGeneratorAcc[BaudGeneratorAccWidth-1:0] + BaudGeneratorInc;
reg [3:0] state; 
wire TxD_ready = (state==0);
assign TxD_busy = ~TxD_ready;
reg [7:0] TxD_dataReg;
always @(posedge clk) if(TxD_ready & TxD_start) TxD_dataReg <= TxD_data;
wire [7:0] TxD_dataD = RegisterInputData ? TxD_dataReg : TxD_data;
always @(posedge clk)
case(state)
  4'b0000: if(TxD_start) state <= 4'b0001;
  4'b0001: if(BaudTick) state <= 4'b0100;
  4'b0100: if(BaudTick) state <= 4'b1000;   
  4'b1000: if(BaudTick) state <= 4'b1001;   
  4'b1001: if(BaudTick) state <= 4'b1010;   
  4'b1010: if(BaudTick) state <= 4'b1011;   
  4'b1011: if(BaudTick) state <= 4'b1100;   
  4'b1100: if(BaudTick) state <= 4'b1101;   
  4'b1101: if(BaudTick) state <= 4'b1110;   
  4'b1110: if(BaudTick) state <= 4'b1111;   
  4'b1111: if(BaudTick) state <= 4'b0010;   
  4'b0010: if(BaudTick) state <= 4'b0011;   
  4'b0011: if(BaudTick) state <= 4'b0000;   
  default: if(BaudTick) state <= 4'b0000;
endcase
reg muxbit;
always @( * )
case(state[2:0])
  3'd0: muxbit <= TxD_dataD[0];
  3'd1: muxbit <= TxD_dataD[1];
  3'd2: muxbit <= TxD_dataD[2];
  3'd3: muxbit <= TxD_dataD[3];
  3'd4: muxbit <= TxD_dataD[4];
  3'd5: muxbit <= TxD_dataD[5];
  3'd6: muxbit <= TxD_dataD[6];
  3'd7: muxbit <= TxD_dataD[7];
endcase
reg TxD;
always @(posedge clk) TxD <= (state<4) | (state[3] & muxbit);   
endmodule
</file>
==> run notes <==
Implementation results.

In the synthesized netlist, the dominant kind of combinational cell is simple AND/OR/NAND/NOR gates. Per the OpenROAD floorplan log, the width of the die is 86.1 um. The worst-case IR drop observed on VDD is 0.295 mV.

The arrival time reported for the critical path endpoint is 1.62 ns. The number of cells traversed by the worst hold path is 1. In the routed design, unresolved DRC markers number 0. The clock period minus worst slack is 2.06 ns. Per the detail_route report, the via count comes to 1685.

Summing internal, switching and leakage power gives 2.22 mW. The highest clock frequency the design can meet is 486 MHz. After detailed routing, the total wire length is 4070 um. The cell-mix breakdown from Yosys lists the simple-gate area share as 13.1%. The Yosys step of the flow raised 2 warnings. The part of the Yosys area used for sequential elements is 62.9%.

The via-per-instance ratio is 4.69. For the worst reg-to-reg path, the endpoint reported by OpenROAD is ar.state[2]$_DFFE_PP_. The number of different library cells in the post-synthesis netlist is 43. In the post-synthesis netlist, the biggest area contributors are sky130_fd_sc_hd__edfxtp_1, sky130_fd_sc_hd__dfxtp_1, sky130_fd_sc_hd__xnor2_1. The number of I/O port buffers is 21. The stage logs contain a warning count of 28.

The post-synthesis compound-gate area fraction is 7.69%. The number of global-route vias before repair came to 1579. The longest individual stage delay on the worst path is 0.42 ns. The first global-routing pass estimated 7040 um of wire.

In the Yosys report the total cell count is 227. Per the synth stats, the flop cell with the highest instance count is sky130_fd_sc_hd__edfxtp_1. 23 I/O pins were placed. The pre-placement core utilization is 41.4%. In the final layout, the fill cell count is 606.

The critical-path maximum fanout is 2. With fillers left out, the area of the finished cells amounts to 3360 um2. The total negative slack for setup checks is 0 ns. The clock reaches the later pin of the worst-skew pair after 0.33 ns.

The number of flops mapped to enable cells by yosys is 46. The region available for standard cell placement spans 6830 um2. STA classifies the critical path startpoint as a register. For reference, XOR and XNOR gates occupy 9.59% of the area reported after synthesis. From synthesis to final layout, the design area changed by 18.6%. The worst register-to-register path has a depth of 4.

Per report_power, the sequential group accounts for 59.1% of the total. The post-synth register bit count is 66. The residual antenna-violating net count after detailed routing is 0. Setup slack closes at 0.141 ns.

Of the total power, the share spent switching nets is 18.8%. The worst hold path endpoint is ar.Baud8GeneratorAcc[3]$_DFF_P_. The average size of a mapped cell is 12.5 um2. The cell taking the most area after synthesis is sky130_fd_sc_hd__edfxtp_1. The total inserted antenna cells is 0. After detailed routing, the average wire length per cell comes to 11.3 um. The number of antenna violations at the first check in global routing is 0. The vertical die dimension is 86.1 um. The residual overflow from global routing is 0. The buffer depth of the longest clock path is 2.

The routability congestion estimate from global placement is 0.777. For this design, the sink count on the clock tree is 66. The chip area line in the Yosys stat output reads 2830 um2. Clock tree synthesis inserted a total of 9 buffers. Per STA, the worst path is made up of nor4_2, inv_1, clkdlybuf4s50_1. The run reported a max-capacitance violation count of 0. After synthesis, the largest area contributor takes up 48.8% of total cell area. The area of the mapped netlist is 2830 um2. Setup repair after global routing left no endpoint under its margin.

The flow ran to the end, and the final reports show no timing, DRC or antenna violations. After floorplanning, the die was sized to cover 7420 um2. The minimum setup slack among reg-to-reg paths is 0.54 ns. For reference, the most critical setup path is categorized as register to output pin. Leaving out buffers and inverters, the combinational logic in the layout accounts for 975 um2. The clock share of power is 40.0%.

The minimum hold slack is 0.412 ns. The half-perimeter wire length of the detailed placement result is 2740 um. The number of setup violations in the final report is 0. The share of the clock period used by the worst path after layout is 93.6%. The overall fraction of global-route tracks in use is 12.7%.

The max-slew violation count is 0. The layout report lists the combined flip-flop and latch area as 1780 um2. STA on the placed design reports a worst setup slack of 0.405 ns. The number of placement rows is 30. TritonCTS built the clock tree. Of the total synthesized cell area, the portion taken by full adders, half adders and majority gates is 2.65%. The share of the core filled with cells is 49.2%. The worst-case clock skew is 0.0144 ns.

Total power normalized to cell area comes to 661 nW/um2. The layout summary lists the proportion of cells stronger than drive strength 1 as 11.0%. The synthesis run shows multiplexers occupying 1.19% of the cell area.

The violation count after the first detailed-routing iteration is 110. The cell area reported after detailed placement is 3180 um2. The largest net degree at the start of global routing is 19.

The internal power is 1.80 mW. The critical path's slowest stage uses the library cell sky130_fd_sc_hd__clkdlybuf4s50_1. The path class of the lowest-slack min-delay path is register to register. The finished layout holds 359 standard cells, fillers aside. The worst setup path is captured at an output pin. The H-tree was split into 3 levels. In this run, post-CTS hold repair placed 0 buffers. According to the timing report, the data required time at the worst endpoint equals 1.76 ns.

The async set or reset register ratio after synthesis is 0%. The count of endpoints failing hold in the final timing report is 0. Per the placement report, the placed cell count is 343.

Per the post-CTS timing run, clock transition at the registers of the reported paths is 0.06 ns. The CTS root buffer is sky130_fd_sc_hd__clkbuf_8. At the pin with the least slew margin, the transition time is 0.400 ns. The net switching power figure is 0.418 mW. The number of instances in the synthesized netlist is 227.

The detailed-router iteration count before antenna repair is 4. The startpoint of the most critical register-to-register path is ar.state[3]$_DFFE_PP_. Across all checked pins, the minimum headroom to the slew limit is 73.3%. The part of the power in combinational logic is 0.8%.

In this run the most critical hold path is launched from ar.Baud8GeneratorAcc[3]$_DFF_P_. The leakage component of the power was reported as 1.26 nW.
-- per-layer routing --
metal | global-route usage, % | wire length (um)
met3 | 3.71 | 231
met2 | 17.0 | 1620
met1 | 22.1 | 2180
met5 | 0 | 0
met4 | 2.42 | 44
-- flip-flops by register name, indices dropped and copies added (netlist names) --
name and count:
serializer.BaudGeneratorAcc 17, ar.Baud8GeneratorAcc 14, ar.RxD_data 8, serializer.TxD_dataReg 8, ar.bit_spacing 4, ar.state 4, serializer.state 4, ar.RxD_cnt_inv 2
ar.RxD_sync_inv 2, ar.RxD_bit_inv 1, ar.RxD_data_ready 1, serializer.TxD 1
-- critical path: cells and delay by family (launching register included) --
family | cells | cell delay, ns
buffers and inverters | 2 | 0.56
flip-flops | 1 | 0.40
AND/OR/NAND/NOR | 1 | 0.34
-- cell usage after synthesis, types with 2 or more instances --
cell and number:
sky130_fd_sc_hd__nand3_2 4, sky130_fd_sc_hd__buf_2 2, sky130_fd_sc_hd__a32oi_1 2, sky130_fd_sc_hd__and3_1 4
sky130_fd_sc_hd__dfxtp_1 20, sky130_fd_sc_hd__a31oi_1 2, sky130_fd_sc_hd__nand4_1 2, sky130_fd_sc_hd__or3_1 2
sky130_fd_sc_hd__o21ai_0 5, sky130_fd_sc_hd__edfxtp_1 46, sky130_fd_sc_hd__nand2_1 19, sky130_fd_sc_hd__nor4_1 3
sky130_fd_sc_hd__nand2b_1 3, sky130_fd_sc_hd__xor2_1 9, sky130_fd_sc_hd__a21oi_1 6, sky130_fd_sc_hd__nor2_1 17
sky130_fd_sc_hd__clkbuf_1 5, sky130_fd_sc_hd__nor2b_1 3, sky130_fd_sc_hd__nand3_1 2, sky130_fd_sc_hd__and2_1 3
sky130_fd_sc_hd__ha_1 6, sky130_fd_sc_hd__inv_1 13, sky130_fd_sc_hd__a211oi_1 3, sky130_fd_sc_hd__xnor2_1 22
sky130_fd_sc_hd__a21o_1 5, sky130_fd_sc_hd__and4_1 2
-- area by class of cell --
| type | instances | area share, % |
|---|---|---|
| tap | 96 | 3.58 |
| multi-input combinational | 140 | 29.0 |
| timing repair buffer | 27 | 7.60 |
| inverter | 14 | 1.56 |
| sequential | 66 | 53.0 |
| clock inverter | 3 | 0.447 |
| clock buffer | 13 | 4.77 |
-- how the worst max path moves through the flow --
stage | endpoint | slack, ns | cells past startpoint | start
finish | o_busy | 0.14 | 3 | serializer.state[0]$_DFFE_PP_
global route | o_busy | 0.03 | 3 | serializer.state[0]$_DFFE_PP_
CTS | o_busy | 0.03 | 3 | serializer.state[0]$_DFFE_PP_
-- placed cells by master (no fill, tap or decap), types with 3 or more instances in the layout --
cell	Yosys	routed
sky130_fd_sc_hd__edfxtp_1	46	46
sky130_fd_sc_hd__o21ai_0	5	5
sky130_fd_sc_hd__nor2_1	17	17
sky130_fd_sc_hd__a21o_1	5	5
sky130_fd_sc_hd__clkdlybuf4s50_1	0	21
sky130_fd_sc_hd__xnor2_1	22	22
sky130_fd_sc_hd__clkinv_2	0	3
sky130_fd_sc_hd__a211oi_1	3	3
sky130_fd_sc_hd__a21oi_1	6	6
sky130_fd_sc_hd__dfxtp_1	20	20
sky130_fd_sc_hd__inv_1	13	13
sky130_fd_sc_hd__nand2_1	19	19
sky130_fd_sc_hd__nor2b_1	3	3
sky130_fd_sc_hd__nand3_2	4	4
sky130_fd_sc_hd__clkbuf_1	5	3
sky130_fd_sc_hd__clkbuf_8	0	9
sky130_fd_sc_hd__buf_4	0	6
sky130_fd_sc_hd__ha_1	6	6
sky130_fd_sc_hd__xor2_1	9	9
sky130_fd_sc_hd__nand2b_1	3	3
sky130_fd_sc_hd__and3_1	4	4
sky130_fd_sc_hd__and2_1	3	3
-- power by group through the flow --
stage	Clock [mW]	Sequential (mW)	Combinational (mW)
after CTS	0.931	1.31	0.0188
final	0.889	1.31	0.0183
after global routing	0.993	1.31	0.0200
-- cell families (layout without fill, tap and decap cells) --
kind of cell | after synthesis | after routing
AOI/OAI and AO/OA | 32 | 32
xor gates and xnor gates | 31 | 31
adders and majority gates | 6 | 6
buffers and inverters | 21 | 57
DFF | 66 | 66
muxes | 2 | 2
and+or+nand+nor | 69 | 69
-- timing repair --
| item | in CTS | in global routing |
|---|---|---|
| setup endpoints to repair | 0 | 1 |
| buffers inserted | 0 | 0 |
| resized | 0 | 1 |
Power and IR drop assume default switching activity.
